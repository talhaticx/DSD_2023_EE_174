File: flow/constraint.sdc
current_design struct_nums

set clk_period 1.6
set clk_io_pct 0.2

create_clock -name clk0 -period $clk_period

set non_clock_inputs [all_inputs -no_clocks]
set_input_delay [expr $clk_period * $clk_io_pct] -clock clk0 $non_clock_inputs
set_output_delay [expr $clk_period * $clk_io_pct] -clock clk0 [all_outputs]
File: flow/config.mk
export PLATFORM = sky130hd
export DESIGN_NAME = struct_nums
export DESIGN_NICKNAME = struct_nums
export VERILOG_FILES = /design/flow/design.v
export SDC_FILE = /design/flow/constraint.sdc
export NUM_CORES = 4
export LEC_CHECK = 1
export CORE_AREA = 10 10 70 70
export DIE_AREA = 0 0 80 80
File: flow/design.v
module struct_nums (
    input  logic [3:0] nums,    
    output logic a, b, c, d, e, f, g
);
    wire n1 = nums[3];     
    wire n2 = nums[2];
    wire n3 = nums[1];
    wire n4 = nums[0];     
    wire n1_not, n2_not, n3_not, n4_not;
    not (n1_not, n1);
    not (n2_not, n2);
    not (n3_not, n3);
    not (n4_not, n4);
    assign a = (n1_not & n2_not & n3_not & n4) |
                (n1_not & n2 & n3_not & n4_not) | 
                (n1 & n2 & n3_not & n4) |
                (n1 & n2_not & n3 & n4);
                assign b = (n1 & n2 & n4_not) |
                (n1 & n3 & n4) |
                (n2 & n3 & n4_not) |
                (n1_not & n2 & n3_not & n4);
    assign c = (n1 & n2 & n4_not) |
               (n1 & n2 & n3) |
               (n1_not & n2_not & n3 & n4_not);
    assign d = (n2 & n3 & n4) |
               (n1_not & n2_not & n3_not & n4) |
               (n1_not & n2 & n3_not & n4_not) |
               (n1 & n2_not & n3 & n4_not);
    assign e = (n1_not & n4) |
               (n1_not & n2 & n3_not) |
               (n2_not & n3_not & n4);
    assign f = (n1_not & n2_not & n4) |
               (n1_not & n2_not & n3) |
               (n1_not & n3 & n4) |
               (n1 & n2 & n3_not & n4);
    assign g = (n1_not & n2_not & n3_not) |
               (n1_not & n2 & n3 & n4) |
               (n1 & n2 & n3_not & n4_not);
endmodule
File: flow/run.sh
#!/bin/bash
# OpenROAD 26Q1-2900-gdf79404cd8, Yosys 0.63+post, stock flow scripts
make -C /OpenROAD-flow-scripts/flow DESIGN_CONFIG=/design/flow/config.mk WORK_HOME=/design/flow/orfs finish
==> impl_metrics.csv <==
group,metric,value,unit
outcome,status,"completed",
routing,first_iter_violations,17,
grt,grt_pass1_vias,288,
synth,ys_warn_count,0,
finish,stdcell_count,102,
sta,slew_violations,0,
grt,met3_usage,0.341,%
routing,wl_per_cell,8.79,um
floorplan,die_width,80,um
setup_path,cp_data_required_time,1280,ps
setup_path,arrival,1220,ps
sta,rsz0062_at_grt,"false",
finish,design.seq.count,0,
placed_design,portBuffers,11,
min_path,hp-class,"in -> out",
sta,final_hold_viol_count,0,
job,warning_count,33,
grt,antenna_found_initial,0,
setup_path,cp-start-kind,"input pin",
synth,netlist_top_cells_count,"5 x nand3_1, 4 x o21ai_1, 3 x a21oi_1, 3 x nor2_1",
floorplan,initial_core_util,6.23,%
setup_path,slowest_delay,240,ps
grt,track_usage,2.73,%
routing,drt-total-wl,897,um
floorplan,die_y,80,um
grt,grt-ovfl-total,0,
power,power.density,236,nW/um^2
finish,seqCellArea,0,um^2
synth,netlist_area,213,um^2
power,irDropWorstVdd,0.0000375,V
min_path,min_path_cells,4,
finish,clkbuf_count,0,
sta,setup_ws,64.7,ps
routing,postRouteAntennaNets,0,
grt,grt_pass1_wl,1480,um
finish,drive_gt1_share,48.2,%
sta,maxSlewHeadroom,89.8,%
routing,diodes,0,
synth,syn_avg_cell_area,6.08,um^2
sta,hold_slack,1040,ps
setup_path,crit_type,"in -> out",
synth,netlist_instances,35,
floorplan,dieArea,6400,um^2
synth,ys_types,21,
grt,busiest_layer,"met2",
synth,yosysChipArea,213,um^2
job,maxCapViolCount,0,
power,power.total,0.114,mW
finish,fillCellCount,399,
routing,vias,324,
sta,fin_crit,1540,ps
placed_design,gp_congestion,0.614,
floorplan,row_count,21,
finish,comb_area,206,um^2
placed_design,dp_hpwl,613,um
sta,tightest_slew,152,ps
grt,grt_util_met1,3.90,%
setup_path,critPathMaxFanout,5,
floorplan,coreArea,3420,um^2
grt,grt_max_degree,10,
power,p_leak,0.225,nW
setup_path,worst_setup_path_end_kind,"output port",
routing,drtPass1Iterations,4,
placed_design,dp.cells,96,
routing,vias_per_cell,3.18,
setup_path,path_cells,"buf_4 -> and2b_2 -> buf_6 -> a21oi_2 -> o21ai_2 -> dlygate4sd2_1",
synth,ys_cells,35,
synth,top_cell_area_share,11.8,%
synth,ys_seq_share,0,%
synth,yosys.area.top_type,"nand3_1",
placed_design,dp_slack,-513,ps
setup_path,cp_slowest_cell,"dlygate4sd2_1",
grt,grtUsageMet2,4.49,%
floorplan,pin_count,11,
sta,period_used_share,96.0,%
synth,synth.area.top_cells,"nand3_1 12%, o21ai_1 9.4%, xor2_2 7.6%, a21oi_1 7.1%, and2b_1 7.1%",
finish,syn_to_final_growth,127,%
routing,drc_errors,0,
synth,most_common_cell,"nand3_1",
sta,finalSetupViolCount,0,
sta,max_clock_freq,0.651,GHz
## per-layer routing
metal / vias to the layer above / share of wire, %
met3: 0 / 4.9
li1: 167 / -
met5: - / 0
met1: 150 / 47
met4: 0 / 0
met2: 7 / 48
## kinds of logic after synthesis
| kind of cell | share of synthesized area, % |
|---|---|
| xor+xnor | 7.65 |
| buf+inv | 15.3 |
| simple gates | 47.1 |
| compound gates | 30.0 |
## through the flow
step	setup TNS (ps)	util (%)	cell area (um^2)
2_1_floorplan	0	-	213
3_3_place_gp	-3460	12.1	412
3_5_place_dp	-3420	12.1	412
4_1_cts	-176	13.5	462
5_1_grt	0	14.1	483
6_report	0	14.1	483
## layout make-up
type | count | share of cell area, %
Tap cell | 46 | 11.9
Timing Repair Buffer | 25 | 44.6
Inverter | 1 | 0.777
Multi-Input combinational cell | 30 | 42.7
## cell usage in the layout (no fill, tap or decap), types with 2 or more instances in the layout
master,instances
a21oi_1,2
buf_2,2
buf_4,10
buf_6,6
dlygate4sd2_1,4
nand2_1,2
nand3_1,5
nor2_4,2
o21ai_1,4
## repair_timing
item | 4_1_cts | 5_1_grt
setup buffers | 3 | 1
hold endpoints to repair | 0 | 0
cloned | 2 | 0
endpoints found under the setup margin | 7 | 4
pin swaps | 3 | 5
hold buffers | 0 | 0
gates resized | 37 | 8
## report_power, final
group	total, mW	switching [mW]	internal [mW]
combinational	0.114	0.0475	0.0664
clock	0	0	0
sequential	0	0	0
total	0.114	0.0475	0.0664
## path summary, 6_finish.rpt
| kind | start | endpoint | slack (ps) |
|---|---|---|---|
| setup / recovery | nums[2] | g | 60 |
| hold / removal | nums[0] | a | 1040 |
## critical path: cells and delay by family
family                 cells  cell delay (ps)
buffers and inverters      3              490
AND-OR/OR-AND              2              190
AND/OR/NAND/NOR            1              220
Power and IR drop assume default switching activity.

==> flow/design.v <==
module d_ff (
    input clk,           
    input reset,           
    input write,         
    input [3:0] d,       
    output reg [3:0] q   
);
    always @(posedge clk) begin
        if (reset) 
            q <= 4'b0000;       
        else if (write) 
            q <= d;             
    end
endmodule
module lab6 (
    input logic [3:0] num,    
    input logic [2:0] sel,    
    input logic write,        
    input logic clk,          
    input logic reset,          
    output logic a, b, c, d, e, f, g,  
    output logic an0, an1, an2, an3, an4, an5, an6, an7  
);
    logic [7:0] sel_output;           
    logic [7:0][3:0] stored_values;   
    logic [3:0] selected_num;         
    logic [7:0] write_enable;         
    logic [3:0] displayed_num;
    logic [7:0] an;
    sel sel_decoder (
        .sel(sel),
        .out(sel_output)
    );
    always @(posedge clk) begin
        write_enable <= write ? ~sel_output : 8'b00000000;  
    end
    genvar i;
    generate
        for (i = 0; i < 8; i = i + 1) begin : dff_loop
            d_ff dff_inst (
                .clk(clk),
                .reset(reset),
                .write(write_enable[i]),  
                .d(num),                  
                .q(stored_values[i])      
            );
        end
    endgenerate
    mux mux_inst (
        .num(stored_values),  
        .sel(sel),            
        .selected_num(selected_num) 
    );
    assign displayed_num = write ? 4'b1111 : selected_num;
    num num_decoder (
        .num(displayed_num),  
        .a(a), .b(b), .c(c), .d(d), .e(e), .f(f), .g(g) 
    );
    assign an = write ? 8'b1111_1111 : sel_output;
    assign {an7, an6, an5, an4, an3, an2, an1, an0} = an;
endmodule
module mux (
    input  logic [7:0][3:0] num,  
    input  logic [2:0] sel,       
    output logic [3:0] selected_num  
);
    always_comb begin
        case (sel)
            3'b000: selected_num = num[0];
            3'b001: selected_num = num[1];
            3'b010: selected_num = num[2];
            3'b011: selected_num = num[3];
            3'b100: selected_num = num[4];
            3'b101: selected_num = num[5];
            3'b110: selected_num = num[6];
            3'b111: selected_num = num[7];
            default: selected_num = 4'b0000;
        endcase
    end
endmodule
module num (
    input logic [3:0] num,    
    output logic a, b, c, d, e, f, g
);
    always_comb begin
        case (num)
            4'h0: {a, b, c, d, e, f, g} = 7'b0000001;
            4'h1: {a, b, c, d, e, f, g} = 7'b1001111;
            4'h2: {a, b, c, d, e, f, g} = 7'b0010010;
            4'h3: {a, b, c, d, e, f, g} = 7'b0000110;
            4'h4: {a, b, c, d, e, f, g} = 7'b1001100;
            4'h5: {a, b, c, d, e, f, g} = 7'b0100100;
            4'h6: {a, b, c, d, e, f, g} = 7'b0100000;
            4'h7: {a, b, c, d, e, f, g} = 7'b0001111;
            4'h8: {a, b, c, d, e, f, g} = 7'b0000000;
            4'h9: {a, b, c, d, e, f, g} = 7'b0000100;
            4'hA: {a, b, c, d, e, f, g} = 7'b0001000;
            4'hB: {a, b, c, d, e, f, g} = 7'b1100000;
            4'hC: {a, b, c, d, e, f, g} = 7'b0110001;
            4'hD: {a, b, c, d, e, f, g} = 7'b1000010;
            4'hE: {a, b, c, d, e, f, g} = 7'b0110000;
            4'hF: {a, b, c, d, e, f, g} = 7'b0111000;
            default: {a, b, c, d, e, f, g} = 7'b1111111;  
        endcase
    end
endmodule
module sel (
    input  logic [2:0] sel,      
    output logic [7:0] out       
);
    always_comb begin
        out = 8'b1111_1111;      
        out[sel] = 0;            
    end
endmodule
==> flow/run.sh <==
#!/bin/bash
# OpenROAD 26Q1-2900-gdf79404cd8, Yosys 0.63+post, stock flow scripts
make -C /OpenROAD-flow-scripts/flow DESIGN_CONFIG=/design/flow/config.mk WORK_HOME=/design/flow/orfs finish
==> flow/config.mk <==
export PLATFORM = sky130hd
export DESIGN_NAME = lab6
export DESIGN_NICKNAME = lab6
export VERILOG_FILES = /design/flow/design.v
export SDC_FILE = /design/flow/constraint.sdc
export NUM_CORES = 4
export LEC_CHECK = 1
export CORE_AREA = 10 10 113 113
export DIE_AREA = 0 0 123 123
==> flow/constraint.sdc <==
current_design lab6

set clk_period 4.2
set clk_io_pct 0.2

create_clock -name clk0 -period $clk_period [get_ports {clk}]

set non_clock_inputs [all_inputs -no_clocks]
set_input_delay [expr $clk_period * $clk_io_pct] -clock clk0 $non_clock_inputs
set_output_delay [expr $clk_period * $clk_io_pct] -clock clk0 [all_outputs]
==> notes.md <==
yosys + openroad results -> Post-Syn Instances=~220, global-route wire length before repair=8300 um, Max rail drop VDD=0.1269 mV, Clk pwr share=0.354, Leak Pwr=about 1.1 nW, sw power=0.2095 mW, Worst R2R Start=write_enable[0]$_SDFF_PN0_, critical path depth=12, Max Cap Viol=0, via count=1,624, Synthesized registers=roughly 40, clock tree from TritonCTS=done, Unique cell types=39, CP Class=in2out, pins over their slew limit=0, MUX area fraction=0.2013, pin count of the biggest net entering global routing=33, Synth logic family=multiplexers, simple-gate share of the synthesized area=0.1652, met3 WL=between 200 and 300 um, CP endpoint kind=output pin, Top Layout Cells=dfxtp_1 (40), mux2i_1 (38), nor2_1 (36), sw frac=0.2432, slowest stage cell, crit path=clkdlybuf4s50_1, Async SR Flop Fraction=0, cells in synth_stat.txt=between 200 and 250, hold path cells=2, GR Overflow Total=0, WP data arrival=3200 ps, # clock sinks=roughly 40, Worst path top cell family by delay=buffers and inverters, Vias per Instance=about 4.1, slew margin rel.=0.7318, ao+oa area frac=0.1127, per-cell routed wire length=~12 um, worst reg-to-reg path cell count=2, Critical Path Max Stage Delay=just over 400 ps, Reg clk slew, reported paths=~70 ps, DRC Markers=0, share of the synthesized area in the top cell type=0.3858, Synth Cell Area=between 2000 and 2500 um^2, fa+ha+maj area frac=0.06631, die area=about 15,000 um^2, fin crit share=0.9630, RR Endpoint=dff_loop[0].dff_inst.q[2]$_SDFFE_PP0P_, largest area contributor in the netlist=dfxtp_1, Int Power=roughly 0.65 mW, Tmin final=between 4000 and 5000 ps, Area Overhead vs Synth=35.74%, PD cells=between 300 and 400 nW/um^2, first-pass iteration count of the detailed router=4, met2 WL=about 2100 um, tool warnings=33, Post-Place Cells=383, Crit Path Max Fanout=3, initial antenna violation count=0, status=finished clean, Worst Path Buf+Inv=6, Post-Route WL=roughly 4900 um, Hold Crit Start=dff_loop[3].dff_inst.q[3]$_SDFFE_PP0P_, Avg Inst Size Synth=approximately 9.5 um^2, Insertion Delay late pin=290 ps, total track usage=0.06714, Chip Width=123 um, core area=slightly above 10,000 um^2, RSZ-0062 raised after global routing=no, Critical Path RT=between 3000 and 4000 ps, final setup fails=0, fp util=0.2011, combinational share of power=0.185, Util after Layout=0.2729, setup TNS=0 ps, Main synth FF type=dfxtp_1, YS chip area=approximately 2100 um^2, IO buf count=24, hpwl dp=between 3000 and 4000 um, Critical Path Most Common Cell=buf_4, final hold viol count=0, io pins=25, Final Non-Filler Cells=~400, dominant logic cell type in the layout=dfxtp_1, Ys Warns=5, Achievable Freq=between 200 and 250 MHz, top cells, area=dfxtp_1 (39%), mux2i_1 (18%), ha_1 (6.6%), CTS max path bufs=2, Worst Tran Pin Value=~400 ps, Ant. Diodes=0, # rows=37, Hold Path Class=reg2reg, Post-synth EDFFs=0, critical path, cell by cell=dlygate4sd2_1 -> buf_4 -> mux2_4 -> a221o_1 -> a221oi_4 -> buf_4 -> buf_4 -> inv_2 -> ha_2 -> mux2i_1 -> mux2i_1 -> clkdlybuf4s50_1, CTS root buf=clkbuf_8, Final Wtd Congestion=0.7931, R2R setup slack=around 3300 ps, xor+xnor area frac=0.004219, DRT antenna net count=0, First DRT Iteration DRCs=111, H-tree Lvls=2, DR top layer=met4, CTS buffer count=5, share of layout cells above drive strength 1=0.2510, Worst Hold Path EP=dff_loop[3].dff_inst.q[3]$_SDFFE_PP0P_, Die Ht=123 um, Seq share, synth=0.3858, Flop pwr share=0.460, vias in the first global route=between 1,500 and 2,000, M1 WL=between 2000 and 2500 um, crit start category=input port, skew final=~3.8 ps
[worst max-delay path by stage]
stage / start / to / slack, ps
6_report: sel[2] / d / 160
5_1_grt: sel[2] / d / 40
4_1_cts: sel[0] / b / -8
[power by group through the flow]
stage / combinational (mW) / sequential, mW / clock [mW]
after CTS: 0.160 / 0.397 / 0.313
after global routing: 0.177 / 0.398 / 0.333
final: 0.160 / 0.397 / 0.305
[layout make-up]
type / count / area [um^2]
fillers: 1057 / 7506
multi-input cells: 147 / 1205
flip-flops and latches: 40 / 800.8
repair buffers: 54 / 496.7
well taps: 136 / 170.2
clock buffers: 6 / 72.57
inverters: 10 / 37.54
clock inverters: 2 / 35.03
[metrics by stage]
stage | hold WS [ps] | worst slack [ps] | total power, mW | cell area (um^2)
after global placement | 470.6 | -392.9 | 0.5575 | 2610
after CTS | 505.2 | -7.846 | 0.8694 | 2800
final | 499.4 | 155.5 | 0.8613 | 2818
after floorplan | 451.1 | 544.8 | 0.4853 | 2076
after global routing | 530.5 | 36.85 | 0.9076 | 2818
after detailed placement | 483.5 | -405.6 | 0.5587 | 2610
[timing repair]
action	in CTS	in global routing
hold buffers	0	0
resized	26	7
buffers inserted	4	1
pin swaps	6	2
setup endpoints to repair	7	5
[Yosys cell counts (4+ instances only)]
| master | instances |
|---|---|
| mux2i_1 | 38 |
| ha_1 | 11 |
| nand2_1 | 11 |
| nor2_1 | 36 |
| a22oi_1 | 4 |
| a221oi_1 | 4 |
| clkbuf_1 | 19 |
| dfxtp_1 | 40 |
| and3_1 | 4 |
| a221o_1 | 4 |
| inv_1 | 9 |
[registers in the layout, indices dropped and copies added, names as in the netlist]
| signal | cells |
|---|---|
| write_enable | 8 |
| dff_loop.dff_inst.q | 32 |
[worst min-delay path: cells and delay by family (launching register included)]
family	cells	cell delay, ps
flip-flops	1	330
AND/OR/NAND/NOR	1	80
multiplexers	1	60
[logic make-up (layout without fill, tap and decap cells)]
kind of cell	count (synthesis)	in the layout
AOI/OAI and AO/OA	25	25
xor gates and xnor gates	1	1
adders and majority gates	11	11
buffers and inverters	32	72
DFF	40	40
muxes	41	41
and+or+nand+nor	69	69
[metal layers]
layer	vias to the layer above	track usage
li1	832	-
met1	759	0.09324
met2	28	0.1044
met3	5	0.02266
met4	0	0.005095
met5	-	0
Power is estimated from default activity; no workload was simulated.

==> /design/flow/design.v <==
module freq_div (
    input logic clk,      
    input logic rst,      
    output logic clk_out  
);
    logic [16:0] count = 0;  
    always_ff @(posedge clk) begin
        if (rst) begin
            count <= 0;
            clk_out <= 0;
        end 
        else if (count == 499_99) begin
            count <= 0;
            clk_out <= ~clk_out;  
        end 
        else begin
            count <= count + 1;
        end
    end
endmodule
module freq_div_sim (
    input logic clk,       
    input logic rst,       
    output logic clk_out   
);
    logic [2:0] count = 3'b000;  
    always_ff @(posedge clk) begin
        if (rst) begin
            count <= 3'b000;
            clk_out <= 0;  
        end 
        else if (count == 3'b111) begin
            count <= 3'b000;
            clk_out <= ~clk_out;
        end 
        else begin
            count <= count + 1;
        end
    end    
endmodule
==> /design/flow/run.sh <==
#!/bin/bash
# OpenROAD 26Q1-2900-gdf79404cd8, Yosys 0.63+post, stock flow scripts
make -C /OpenROAD-flow-scripts/flow DESIGN_CONFIG=/design/flow/config.mk WORK_HOME=/design/flow/orfs finish
==> /design/flow/config.mk <==
export PLATFORM = sky130hd
export DESIGN_NAME = freq_div
export DESIGN_NICKNAME = freq_div
export VERILOG_FILES = /design/flow/design.v
export SDC_FILE = /design/flow/constraint.sdc
export NUM_CORES = 4
export LEC_CHECK = 1
export CORE_AREA = 10 10 81 81
export DIE_AREA = 0 0 91 91
==> /design/flow/constraint.sdc <==
current_design freq_div

set clk_period 3.7
set clk_io_pct 0.2

create_clock -name clk0 -period $clk_period [get_ports {clk}]

set non_clock_inputs [all_inputs -no_clocks]
set_input_delay [expr $clk_period * $clk_io_pct] -clock clk0 $non_clock_inputs
set_output_delay [expr $clk_period * $clk_io_pct] -clock clk0 [all_outputs]
==> flow_metrics.env <==
# source this file to load flow results
export IMPL_hpwlAfterDp_um=954.8
export IMPL_p_clk_frac=0.427
export IMPL_clock_fmax_mhz=480.7
export IMPL_power_density_nw_per_um2=387.0
export IMPL_switchingPower_mw=0.06999
export IMPL_r2r_end="count[3]$_SDFF_PP0_"
export IMPL_areaGrowthSynthToFinish_pct=14.94
export IMPL_top_area_frac=0.4390
export IMPL_ys_seq_frac=0.4390
export IMPL_yosys_warnings=1
export IMPL_drv_slew=0
export IMPL_grt_max_degree=18
export IMPL_reg2reg_from="count[0]$_SDFF_PP0_"
export IMPL_worstPathRequired_ns=3.81
export IMPL_ys_cells=89
export IMPL_setup_worst_path_start_class="flip-flop"
export IMPL_syn_avg_cell_area_sq_um=9.222
export IMPL_place_port_buffers=2
export IMPL_synthAoiAreaFrac=0.01524
export IMPL_ys_sh_xor=0.1601
export IMPL_ctsResizeCount=0
export IMPL_grt_usage=0.03431
export IMPL_gr_max_usage_layer="met2"
export IMPL_cts_tree="built"
export IMPL_cts_max_path_buffers=2
export IMPL_final_cells=159
export IMPL_rows=25
export IMPL_cts_setup_buffers=0
export IMPL_grt_pass1_wl_um=2504
export IMPL_ys_sh_mux=0
export IMPL_cp_max_fo=17
export IMPL_drive_above_1_share=0.05435
export IMPL_clk_pin_slew_ns=0.06
export IMPL_dieArea_sq_um=8281
export IMPL_vias=593
export IMPL_setup_viol=0
export IMPL_antennaDiodeCount=0
export IMPL_first_pass_iters=4
export IMPL_mappedNetlistArea_sq_um=820.8
export IMPL_wl_per_cell_um=8.742
export IMPL_root_buffer="clkbuf_8"
export IMPL_endpoint="count[3]$_SDFF_PP0_"
export IMPL_io_pins=3
export IMPL_fp_dieW_um=91
export IMPL_ant_nets=0
export IMPL_grt_use_met1=0.04584
export IMPL_postCtsHoldBufs=0
export IMPL_tool_warnings=25
export IMPL_slew_headroom=0.6266
export IMPL_rsz0062_at_grt="false"
export IMPL_clk_latency_ns=0.25
export IMPL_post_route_min_period_ns=2.080
export IMPL_tns_ns=0
export IMPL_top_area_cell="dfxtp_1"
export IMPL_finClkSkew_ns=0.007097
export IMPL_htree_levels=1
export IMPL_grt_ovfl_total=0
export IMPL_ir_drop_v=0.0002155
export IMPL_r2r_slack_ns=1.62
export IMPL_synth_cells=89
export IMPL_p_int_mw=0.2951
export IMPL_worst_pin_slew_ns=0.5602
export IMPL_critical_path_class="flip-flop to flip-flop"
export IMPL_numClockSinks=18
export IMPL_seqPwrFrac=0.546
export IMPL_hold_violations=0
export IMPL_area_leaders="dfxtp_1 44%, xnor2_1 12%, nor2_1 8.2%"
export IMPL_antenna_found_initial=0
export IMPL_p_leak_nw=0.2868
export IMPL_synth_simple_area_share=0.3171
export IMPL_first_global_vias=570
export IMPL_arrival_ns=2.19
export IMPL_drc=0
export IMPL_hold_class="flip-flop to flip-flop"
export IMPL_cts_buffers=3
export IMPL_gp_routability_congestion=0.7787
export IMPL_end_kind="flip-flop"
export IMPL_die_h_um=91
export IMPL_nFillCells=531
export IMPL_synthDistinctLibCells=23
export IMPL_netlist_logic_family_top="simple AND/OR/NAND/NOR gates"
export IMPL_min_period_over_period=0.5622
export IMPL_status="finished clean"
export IMPL_ys_sh_adder=0.01524
export IMPL_grt_use_met3=0.01328
export IMPL_finalWirelength_um=1390
export IMPL_grt_use_met2=0.05251
export IMPL_numSynthFlops=18
export IMPL_floorplan_core_util=0.1704
export IMPL_core_area_sq_um=4817
export IMPL_p_sw_frac=0.1917
export IMPL_crit_start="count[0]$_SDFF_PP0_"
export IMPL_yosys_stat_area_sq_um=820.8
export IMPL_drtIter0Drc=26
export IMPL_max_cap_violations=0
export IMPL_pwr_share_comb=0.026
export IMPL_vias_per_cell=3.730
export IMPL_placed_cells_incl_taps=155
export IMPL_min_delay_start="count[0]$_SDFF_PP0_"
export IMPL_r2r_cells=5
[cell families after synthesis]
kind of cell / Yosys count
flops: 18
fa+ha+maj: 1
xor+xnor: 15
buf+inv: 5
compound gates: 2
simple gates: 48
[per-layer routing]
metal  wire (um)  part of all wire
met5           0                 0
met4          27             0.019
met3          56             0.040
met2         547              0.39
met1         758              0.55
[power groups by stage]
stage / registers [mW] / clock network (mW) / logic (mW)
finish: 0.200 / 0.156 / 0.00966
global route: 0.200 / 0.170 / 0.0111
CTS: 0.199 / 0.161 / 0.00988
[cell usage in the layout (no fill, tap or decap), types with 2 or more instances in the layout]
cell type	Yosys	layout
and3_1	2	2
inv_1	2	2
clkdlybuf4s50_1	0	2
or4_1	2	2
nor3_1	2	2
nand3_1	7	7
nor2_1	18	18
nor4_1	4	4
dfxtp_1	18	18
clkbuf_8	0	4
xnor2_1	11	11
nand2_1	2	2
xor2_1	4	4
nand4_1	5	5
or4bb_1	2	2
[critical path, stage by stage (launching register included)]
cell and delay, ns:
dfxtp_1 0.36, ha_1 0.25, or4bb_1 0.52, nor4_2 0.20, or2_1 0.51, nor2_1 0.10
[worst min-delay path by stage]
stage / endpoint / slack (ns) / cells past startpoint
CTS: count[0]$_SDFF_PP0_ / 0.46 / 1
global route: count[0]$_SDFF_PP0_ / 0.50 / 1
finish: count[0]$_SDFF_PP0_ / 0.46 / 1
[layout make-up]
type	count	area, sq um	area share
multi-input combinational	66	416.7	0.4416
sequential	18	360.3	0.3820
tap	67	83.83	0.08886
clock buffer	4	55.05	0.05836
timing repair buffer	2	20.02	0.02122
inverter	2	7.507	0.007958
[Yosys cell counts]
master    n
nor4_2    1
nand2_1   2
nand3_1   7
or4_1     2
buf_6     1
xor2_1    4
and3_1    2
or4bb_1   2
nand4_1   5
and4_1    1
o31ai_1   1
xnor2_1  11
a21oi_1   1
buf_12    1
inv_1     2
nor2_1   18
and2_1    1
buf_2     1
nor4_1    4
or2_1     1
dfxtp_1  18
nor3_1    2
ha_1      1
[registers in the layout (all words and copies together) (netlist names)]
signal   cells
clk_out      1
count       17
[metrics by stage]
stage | utilization | cell area, sq um | setup WS (ns) | power [mW] | hold WS [ns]
after CTS | 0.1958 | 943.4 | 1.596 | 0.3706 | 0.4633
after detailed placement | 0.1844 | 888.4 | 1.610 | 0.2136 | 0.4488
after global routing | 0.1958 | 943.4 | 1.429 | 0.3812 | 0.4994
after floorplan | - | 820.8 | 1.918 | 0.2139 | 0.4256
after global placement | 0.1844 | 888.4 | 1.652 | 0.2134 | 0.4424
final | 0.1958 | 943.4 | 1.620 | 0.3651 | 0.4618
No activity file was given, so power comes from the tool's default toggle rates.
